===== config.mk =====
export PLATFORM = sky130hd
export DESIGN_NAME = modN_counter
export DESIGN_NICKNAME = modN_counter
export VERILOG_FILES = /design/flow/design.v
export SDC_FILE = /design/flow/constraint.sdc
export NUM_CORES = 4
export LEC_CHECK = 1
export CORE_AREA = 10 10 70 70
export DIE_AREA = 0 0 80 80

===== constraint.sdc =====
current_design modN_counter

set clk_period 1.9
set clk_io_pct 0.2

create_clock -name clk0 -period $clk_period [get_ports {clk}]

set non_clock_inputs [all_inputs -no_clocks]
set_input_delay [expr $clk_period * $clk_io_pct] -clock clk0 $non_clock_inputs
set_output_delay [expr $clk_period * $clk_io_pct] -clock clk0 [all_outputs]

===== design.v =====
module modN_counter #(
       parameter N = 4)
       (input clk,rst,
        output reg [N-1:0]count);
       wire [N-1:0]T;
       integer j;
     genvar i;
     generate 
            for(i=0;i<16;i=i+1)begin:Toggle_logic
           if(i==0)
               assign T[i]=1'b1;
           else
               assign T[i]=&count[i-1:0];
         end
     endgenerate
     always@(posedge clk)begin
        if(rst)
               count <= {N{1'b0}};
        else if (count==N-1)
               count <= {N{1'b0}};                     
        else begin
               for(j=0;j<16;j++)begin
                if (T[j])
                    count[j] <= ~count[j];
        end
      end
     end
endmodule 

===== run.sh =====
#!/bin/bash
# OpenROAD 26Q1-2900-gdf79404cd8, Yosys 0.63+post, stock flow scripts
make -C /OpenROAD-flow-scripts/flow DESIGN_CONFIG=/design/flow/config.mk WORK_HOME=/design/flow/orfs finish

==> load_flow_metrics.sql <==
-- metrics for the results database
INSERT INTO impl_metrics (metric_group, metric, value, unit) VALUES
('placement', 'port_buffers', '5', ''),
('final_layout', 'mostFrequentLayoutCell', 'sky130_fd_sc_hd__clkdlybuf4s50_1', ''),
('setup_path', 'timing.critical_path.cells', 'clkdlybuf4s50_1', ''),
('final_layout', 'final_design_area_no_fill', '286.5', 'um2'),
('placement', 'gp_congestion', '0.6453', ''),
('die', 'core_area', '0.003416', 'mm2'),
('placement', 'detailed_place.area', '264.0', 'um2'),
('detailed_routing', 'detail_route.wirelength', '422', 'um'),
('die', 'fp.dieW', '80', 'um'),
('cts', 'h-tree-depth', '1', ''),
('power', 'p_int', '0.1706', 'mW'),
('yosys', 'cell_total_in_the_yosys_stat_output', '15', ''),
('setup_path', 'worstPathRequired', '1.52', 'ns'),
('power', 'total_switching_power', '0.04787', 'mW'),
('final_layout', 'final_layout_size_suffix_gt1_frac', '0.2727', ''),
('cts', 'clock-root-buffer', 'sky130_fd_sc_hd__clkbuf_4', ''),
('global_route', 'grt.total_usage', '0.01368', ''),
('setup_path', 'crit_start', 'count[0]$_SDFF_PP0_', ''),
('setup_path', 'worst_path_largest_cell_delay', '0.54', 'ns'),
('cts', 'post_cts_hold_buffer_count', '0', ''),
('die', 'chip_area', '0.006400', 'mm2'),
('yosys', 'synth_flops', '4', ''),
('sta', 'finalClockPeriodUsage', '0.8365', ''),
('yosys', 'netlist_instances', '15', ''),
('detailed_routing', 'antenna-diode-count', '0', ''),
('sta', 'fin_crit', '1.589', 'ns'),
('final_layout', 'filler_cell_count', '410', ''),
('cts', 'buffer_depth_of_the_longest_clock_path', '2', ''),
('run', 'timing.max_cap.violations', '0', ''),
('die', 'floorplan.initialDensity', '0.04799', ''),
('cts', 'clock_sinks', '4', ''),
('power', 'power_switching_share', '0.2191', ''),
('final_layout', 'layout.cells.most_common_list', 'sky130_fd_sc_hd__clkdlybuf4s50_1, sky130_fd_sc_hd__dfxtp_1, sky130_fd_sc_hd__nor2_1, sky130_fd_sc_hd__clkbuf_4', ''),
('detailed_routing', 'post_route_antenna_net_violation_count', '0', ''),
('sta', 'setup_tns', '0', 'ns'),
('yosys', 'synth_area_per_cell', '10.93', 'um2'),
('cts', 'tritoncts', 'yes', ''),
('global_route', 'globalRouteOverflowTotal', '0', ''),
('sta', 'final_max_slew_viol_count', '0', ''),
('setup_path', 'critical_path.max_fanout', '6', ''),
('power', 'max-vdd-ir-drop', '282.0', 'uV'),
('final_layout', 'layout_top_registers', 'count: 4 flops', ''),
('detailed_routing', 'avgViaCountPerCell', '1.956', ''),
('yosys', 'synth_cell_types', '10', ''),
('yosys', 'mappedNetlistArea', '163.9', 'um2'),
('detailed_routing', 'vias', '133', ''),
('cts', 'insertion_delay', '0.24', 'ns'),
('sta', 'timing.fmax', '629.2', 'MHz'),
('hold_path', 'holdCritPathClass', 'register to register', ''),
('power', 'power.combinational.fraction', '0.071', ''),
('cts', 'cts_repair_resizes', '0', ''),
('run', 'warnings', '25', ''),
('cts', 'tritoncts.num_buffers', '3', ''),
('setup_path', 'critical_path_buf_inv_count', '1', ''),
('power', 'p_seq_frac', '0.434', ''),
('power', 'share_clk_of_total_power', '0.495', ''),
('detailed_routing', 'drt_pre_antenna_iters', '1', ''),
('global_route', 'initial_antenna_violation_count', '0', ''),
('final_layout', 'register_with_the_highest_flop_count', 'count', ''),
('status', 'result_of_the_run', 'finished clean', ''),
('sta', 'tightest_slew', '0.2224', 'ns'),
('sta', 'slew-limit-headroom', '0.8516', ''),
('detailed_routing', 'post_detailed_route_drc_marker_count', '0', ''),
('global_route', 'grt_pass1_vias', '139', ''),
('cts', 'postCtsSetupBuffers', '0', ''),
('setup_path', 'cp-start-kind', 'register', ''),
('power', 'power-per-cell-area', '762.3', 'mW/mm2'),
('setup_path', 'crit_path_class', 'register to output port', ''),
('cts', 'cts.clk_slew.worst_paths', '0.03', 'ns'),
('detailed_routing', 'drt-wirelength-per-cell', '6.206', 'um'),
('setup_path', 'crit-reg2reg-launch', 'count[0]$_SDFF_PP0_', '');
final timing paths:
| kind | depth (start not counted) | to | slack, ns |
|---|---|---|---|
| setup reg to reg | 2 | count[3]$_SDFFE_PP0P_ | 0.95 |
| setup / recovery | 1 | count[0] | 0.31 |
| hold / removal | 1 | count[0]$_SDFF_PP0_ | 0.51 |
| hold reg to reg | 1 | count[0]$_SDFF_PP0_ | 0.51 |
power by group through the flow:
stage	registers (mW)	clock network, mW	logic [mW]
4_1_cts	0.0949	0.114	0.0160
5_1_grt	0.0962	0.119	0.0171
6_report	0.0949	0.108	0.0154
Yosys cell counts:
| library cell | n | area [um2] |
|---|---|---|
| sky130_fd_sc_hd__and2b_1 | 1 | 7.510 |
| sky130_fd_sc_hd__nor2_1 | 3 | 11.26 |
| sky130_fd_sc_hd__a21bo_2 | 1 | 10.01 |
| sky130_fd_sc_hd__mux2_4 | 1 | 15.01 |
| sky130_fd_sc_hd__a21oi_1 | 1 | 5.000 |
| sky130_fd_sc_hd__nand4b_1 | 1 | 8.760 |
| sky130_fd_sc_hd__xnor2_1 | 1 | 8.760 |
| sky130_fd_sc_hd__dfxtp_1 | 4 | 80.08 |
| sky130_fd_sc_hd__nand3_2 | 1 | 10.01 |
| sky130_fd_sc_hd__buf_4 | 1 | 7.510 |
logic make-up (layout without fill, tap and decap cells):
group / count (synthesis) / count (layout) / share of synthesized area
and+or+nand+nor: 6 / 6 / 0.2290
DFF: 4 / 4 / 0.4886
AOI/OAI and AO/OA: 2 / 2 / 0.09158
xor gates and xnor gates: 1 / 1 / 0.05344
muxes: 1 / 1 / 0.09158
buffers and inverters: 1 / 8 / 0.04582
routing by layer:
metal  part of all wire  GRT usage
met1               0.60    0.02001
met3               0.16    0.01591
met4              0.026   0.005282
met5                  0          0
met2               0.21   0.009631
layout make-up:
type	count	area (um2)	share of cell area
sequential	4	80.08	0.2795
multi-input combinational	10	76.32	0.2664
clock buffer	3	22.52	0.07860
tap	46	57.56	0.2009
timing repair buffer	5	50.05	0.1747
through the flow:
step,power (mW),utilization
finish,0.2184,0.08388
CTS,0.2245,0.08388
global route,0.2319,0.08388
floorplan,0.1012,-
global placement,0.1113,0.07729
detailed placement,0.1119,0.07729
Power and IR drop assume default switching activity.
