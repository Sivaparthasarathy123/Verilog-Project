==> flow/design.v <==
module ALU(
  input [15:0]A,
  input [15:0]B,
  input [3:0]Sel,
  output reg [15:0]ALU_out,
  output reg carry_out,
  output reg borrow_out,
  output reg zero_flag,overflow_flag,negative_flag,carry_flag);
  always@(*)begin
    carry_out     = 0;
    borrow_out    = 0;
    zero_flag     = 0;
    overflow_flag = 0;
    negative_flag = 0;
    carry_flag    = 0;
    ALU_out       = 16'b0;
    case(Sel)
      4'b0000: begin 
            {carry_out, ALU_out} = A + B;
            carry_flag = carry_out;
            overflow_flag = (~A[15] & ~B[15] & ALU_out[15]) | (A[15] & B[15] & ~ALU_out[15]);
        end
        4'b0001: begin 
            {borrow_out, ALU_out} = A - B;
            carry_flag = borrow_out; 
            overflow_flag = (~A[15] & B[15] & ALU_out[15]) | (A[15] & ~B[15] & ~ALU_out[15]);
        end
      4'b0010:ALU_out = A+1;
      4'b0011:ALU_out = A-1;
      4'b0100:ALU_out = A&B;
      4'b0101:ALU_out = A|B;
      4'b0110:ALU_out = A^B;
      4'b0111:ALU_out = ~(A&B);
      4'b1000:ALU_out = ~(A|B);
      4'b1001:ALU_out = ~(A^B);
      4'b1010:ALU_out = (A>B);
      4'b1011:ALU_out = (A<B);
      4'b1100:ALU_out = (A==B);
      default: ALU_out = 16'd0;
    endcase
    zero_flag     = (ALU_out == 16'd0) ? 1'b1 : 1'b0; 
    negative_flag = ALU_out[15]; 
  end
endmodule
==> flow/run.sh <==
#!/bin/bash
# OpenROAD 26Q1-2900-gdf79404cd8, Yosys 0.63+post, stock flow scripts
make -C /OpenROAD-flow-scripts/flow DESIGN_CONFIG=/design/flow/config.mk WORK_HOME=/design/flow/orfs finish
==> flow/config.mk <==
export PLATFORM = sky130hd
export DESIGN_NAME = ALU
export DESIGN_NICKNAME = ALU
export VERILOG_FILES = /design/flow/design.v
export SDC_FILE = /design/flow/constraint.sdc
export NUM_CORES = 4
export LEC_CHECK = 1
export CORE_UTILIZATION = 50
==> flow/constraint.sdc <==
current_design ALU

set clk_period 8.4
set clk_io_pct 0.2

create_clock -name clk0 -period $clk_period

set non_clock_inputs [all_inputs -no_clocks]
set_input_delay [expr $clk_period * $clk_io_pct] -clock clk0 $non_clock_inputs
set_output_delay [expr $clk_period * $clk_io_pct] -clock clk0 [all_outputs]
==> job_summary.md <==
## Synthesis and layout report

| Metric | Value |
|---|---|
| Setup bufs post-CTS | `0` |
| Top cell type by total area after synthesis | `ha_1` |
| Simple Share, Synth | `27.4%` |
| Via count | `4,728` |
| First-pass GRT wire length | `22,600 um` |
| Setup crit start kind | `primary input` |
| Setup TNS | `0 ps` |
| Hold_buf cts | `0` |
| Critical path buffer and inverter count | `4` |
| PostCTS Resize Cnt | `0` |
| Max VDD drop | `28.2 uV` |
| Worst-path maximum fanout | `18` |
| Compound Share, Synth | `34.4%` |
| Setup-failing EPs final | `0` |
| GP Congestion | `1.00` |
| Worst setup EP type | `output pin` |
| Ys cells | `574` |
| Static Leak | `1.88 nW` |
| Clkbuf count | `0` |
| Power density of the placed cells | `63.9 nW/um2` |
| Most used cell, CP | `clkdlybuf4s50_1` |
| Final Hold Fails | `0` |
| Slowest cell on crit path | `clkdlybuf4s50_1` |
| Pin count of the biggest net entering global routing | `39` |
| Core box area | `7410 um2` |
| Logic family by area | `AND-OR/OR-AND gates` |
| Final Util | `61.1%` |
| Vias per inst | `6.70` |
| Max Cap Viol | `0` |
| ANT cells | `0` |
| Min-delay worst type | `primary input to output pin` |
| Synth Instances | `574` |
| GRT Total Usage | `34.7%` |
| Antenna viol nets, final | `0` |
| Worst EP required | `6720 ps` |
| Die width | `90.7 um` |
| Seq. cell area | `0 um2` |
| Status | `finished, final reports clean` |
| DRC | `0` |
| RSZ-0062 raised after global routing | `no` |
| GRT overflow | `0` |
| Period utilization | `92.3%` |
| Max-slew violation count | `0` |
| Initial DRC count | `456` |
| Top cells by area | `ha_1, nor2_1, a21oi_1` |
| Flop Count | `0` |
| Maximum clock frequency | `0.129 GHz` |
| Ys Warns | `1` |
| IO Pins | `58` |
| # port buffers | `58` |
| Die Y | `90.7 um` |
| Vias in the first global route | `4,322` |
| Area growth syn-to-layout | `15.1%` |
| Chip footprint | `8220 um2` |
| Post-synth design cell area | `3930 um2` |
| Syn Area/Cell | `6.85 um2` |
| Crit path cell chain | `clkdlybuf4s50_1 > buf_4 > nand4bb_4 > inv_2 > ha_1 > a41oi_1 > or3_1 > o22ai_2 > xnor2_1 > a221oi_2 > o221ai_1 > nor3_1 > nand4_1 > nor4_2 > clkdlybuf4s50_1` |
| Share of cells above drive strength 1 | `6.26%` |
| Tmin final | `7750 ps` |
| Normalized max-slew margin | `38.8%` |
| Worst-margin pin slew | `916 ps` |
| WL/cell | `20.2 um` |
| Detail Placement HPWL | `10,800 um` |
| Worst setup path category | `primary input to output pin` |
| Area share, top type | `17.2%` |
| Critical Path Max Stage Delay | `490 ps` |
| Mux frac, synth | `5.22%` |
| Critical path arrival | `6070 ps` |
| OpenROAD warning count | `68` |
| Netlist cell types | `80` |
| XOR/XNOR Area Share | `5.12%` |
| Initial antenna violation count | `0` |
| Post-synth seq share | `0%` |
| Adder share | `18.2%` |
| Top delay family on crit path | `simple AND/OR/NAND/NOR gates` |
| Yosys Chip Area | `3930 um2` |
| Row cnt | `31` |
| Total wire length | `14,200 um` |
| Floorplan Utilization | `53.1%` |
| DR pass1 iterations | `6` |
==> layer usage <==
layer / routed length [um] / up-vias / part of all wire [%] / GRT usage (%)
li1: - / 2215 / - / -
met4: 622 / 0 / 4.4 / 13.2
met5: 0 / - / 0 / 0
met1: 5800 / 2137 / 41 / 45.8
met3: 1550 / 72 / 11 / 7.69
met2: 6260 / 304 / 44 / 55.2
==> cell families after synthesis <==
group,after synthesis
and+or+nand+nor,200
AOI/OAI and AO/OA,189
buffers and inverters,86
adders and majority gates,56
xor gates and xnor gates,23
muxes,20
==> where the power goes <==
group	switching, mW	total, mW	internal, mW
Clock	0	0	0
Sequential	0	0	0
Combinational	0.163	0.289	0.126
Total	0.163	0.289	0.126
==> cells in the final DEF, fill, tap and decap left out, drive strengths merged, types with 8 or more instances in the layout <==
| cell | synthesis | layout |
|---|---|---|
| nor2 | 59 | 59 |
| clkdlybuf4s50 | 0 | 58 |
| ha | 54 | 54 |
| inv | 51 | 51 |
| a21oi | 37 | 37 |
| o21ai | 37 | 37 |
| nand2 | 33 | 33 |
| nor3 | 25 | 25 |
| xnor2 | 20 | 20 |
| mux2i | 16 | 16 |
| nand3 | 15 | 15 |
| a221oi | 14 | 14 |
| o221ai | 11 | 11 |
| buf | 24 | 10 |
| nor4 | 10 | 10 |
| a21o | 9 | 9 |
| nand4 | 9 | 9 |
| nor2b | 9 | 9 |
| o31ai | 9 | 9 |
| or3 | 8 | 8 |
| a221o | 8 | 8 |
| o22ai | 8 | 8 |
==> synth_stat cells, drive strengths merged (3+ instances only) <==
master	number
clkbuf	11
o41ai	4
o21ai	37
nor4	10
o31ai	9
o22ai	8
mux2i	16
mux2	4
a221o	8
ha	54
o221ai	11
buf	24
a31oi	4
or2	3
or3	8
nor2b	9
nand2b	7
inv	51
a32oi	3
nand3b	5
a211oi	7
a21oi	37
o21a	6
nor3	25
o2bb2ai	3
a221oi	14
nor3b	3
nand3	15
nand2	33
nand4	9
a22oi	4
xor2	3
xnor2	20
a21o	9
o21bai	3
nor2	59
o211ai	7
==> stage by stage <==
stage	cell area (um2)	total power [mW]	hold WS [ps]	instances	setup WS [ps]
floorplan	3930	0.183	3540	574	2510
global placement	4530	0.282	4580	706	597
detailed placement	4530	0.281	4600	706	752
CTS	4530	0.283	4600	706	735
global route	4530	0.313	4650	706	320
finish	4530	0.289	4580	706	648
==> area by class of cell <==
type                            count  area [um2]
Fill cell                         666        2880
Inverter                           51         191
Multi-Input combinational cell    488        3560
Tap cell                           99         124
Timing Repair Buffer               68         656
==> path summary, 6_finish.rpt <==
check                 cells past startpoint   start       endpoint
worst max-delay path                     15  Sel[2]      zero_flag
worst min-delay path                      5   B[15]  overflow_flag
Power figures rest on the tool's default switching activity, not on a simulated workload.
